--- flow/design.v ---
`timescale 1ns / 1ps
module lcd12864_top (
                        SYS_CLK,     
                        SYS_RST,     
                        LCD_RS,      
                        LCD_RW,      
                        LCD_EN,      
                        LCD_DB,      
                        LCD_RST,     
                        LCD_PSB,     
                        LCD_K,       
                        LCD_A        
                    );
  input SYS_CLK;
  input SYS_RST;
  output LCD_RS;
  output LCD_RW;
  output LCD_EN;
  output [7:0]LCD_DB;
  output LCD_RST;
  output LCD_PSB;
  output LCD_K;
  output LCD_A;
  slow_clk u1 (
                .SYS_CLK(SYS_CLK),
                .SYS_RST(SYS_RST),
                .SLOW_CLK(SLOW_CLK)
              );
  lcd12864_controller u2 (
                .SYS_CLK(SYS_CLK),
                .SLOW_CLK(SLOW_CLK),
                .SYS_RST(SYS_RST),
                .LCD_RS(LCD_RS),
                .LCD_RW(LCD_RW),
                .LCD_EN(LCD_EN),
                .LCD_DB(LCD_DB),
                .LCD_RST(LCD_RST),
                .LCD_PSB(LCD_PSB),
                .LCD_K(LCD_K),
                .LCD_A(LCD_A)                
              );
endmodule
`timescale 1ns / 1ps
module lcd12864_controller(
                SYS_CLK,
                SLOW_CLK,
                SYS_RST,
                LCD_RS,
                LCD_RW,
                LCD_EN,
                LCD_DB,
                LCD_RST,
                LCD_PSB,
                LCD_K,
                LCD_A   
             );
 input SYS_CLK;
 input SLOW_CLK;
 input SYS_RST;
 output LCD_RS;
 output LCD_RW;
 output LCD_EN;
 output [7:0]LCD_DB;
 output LCD_RST;
 output LCD_PSB;
 output LCD_K;
 output LCD_A;
 reg LCD_RS;
 reg LCD_RST;
 reg [7:0]LCD_DB;
 reg LCD_EN;
 reg [3:0]state;
 reg [27:0]timer;
 reg [4:0]addr_Counter; 
 reg [7:0]disp_Data;
 reg done; 
  assign LCD_K   = 1'b0;
  assign LCD_A   = 1'b1;
  assign LCD_PSB = 1;            
  assign LCD_RW  = 1'b0;         
 always @(posedge SYS_CLK or posedge SYS_RST)
 begin
    if (SYS_RST == 1'b1)
        timer <= 28'b0;
    else if (timer < 5000000)       
        timer <= timer + 1;
    else
        timer <= timer;
 end
 always @(posedge SYS_CLK or posedge SYS_RST)
 begin
    if (SYS_RST == 1'b1)
        LCD_RST <= 1'b0;
    else if (timer == 5000000)   
        LCD_RST <= 1'b1;
    else  
        LCD_RST <= 1'b0; 
 end
 always @(posedge SLOW_CLK or posedge SYS_RST)
 begin
    if (SYS_RST == 1'b1) 
        begin
            state <= 0;
            addr_Counter <= 0;
            LCD_RS <= 1'b0;
            LCD_DB <= 8'b0000_0000;
            done <= 1'b1;
        end
    else
        begin
            case(state)                              
                0 : begin LCD_RS <= 1'b0; LCD_DB <= 8'bzzzz_zzzz; state <= state + 1; end                     
                1 : begin LCD_RS <= 1'b0; LCD_DB <= 8'b0011_0000; state <= state + 1; end
                2 : begin LCD_RS <= 1'b0; LCD_DB <= 8'b0011_0000; state <= state + 1; end 
                3 : begin LCD_RS <= 1'b0; LCD_DB <= 8'b0000_1100; state <= state + 1; end
                4 : begin LCD_RS <= 1'b0; LCD_DB <= 8'b0000_0001; state <= state + 1; end
                5 : begin LCD_RS <= 1'b0; LCD_DB <= 8'b0000_0110; state <= state + 1; end                                              
                6 : begin                       
                        if (addr_Counter == 0) 
                            begin
                                LCD_RS <= 0;
                                LCD_DB <= 8'b1000_0000;      
                            end
                        else
                            begin
                                LCD_RS <= 0;
                                LCD_DB <= 8'b1001_0000;      
                            end
                        state <= state + 1;                                            
                    end
                7 : begin
                        if (addr_Counter <= 15)                  
                            begin
                                addr_Counter <= addr_Counter + 1;
                                LCD_RS <= 1;
                                LCD_DB <= disp_Data;
                                if (addr_Counter == 15) state <= state - 1;  
                                else state <= state;                          
                            end
                        else if (addr_Counter >= 15 && addr_Counter <= 31)
                            begin
                                LCD_RS <= 1;
                                LCD_DB <= disp_Data;
                                if (addr_Counter == 31) 
                                    begin
                                        state <= state + 1;
                                        addr_Counter <= 0;   
                                        done <= 1'b0;
                                    end                                    
                                else
                                    begin
                                        state <= state;  
                                        addr_Counter <= addr_Counter + 1;
                                    end      
                            end                   
                    end
                8 : begin LCD_RS <= 1'b0; LCD_DB <= 8'bzzzz_zzzz; state <= 0; end
                default : begin LCD_RS <= 1'b0; LCD_DB <= 8'b0000_0000; state <= 0; end
            endcase
        end
 end
 always @(done)
 begin
    if (done == 0) LCD_EN = 1'b0;
    else if (done == 1) LCD_EN = SLOW_CLK;
    else LCD_EN = LCD_EN;
 end
 always @(addr_Counter)
 begin
    case(addr_Counter)     
        5'd0    : disp_Data = 8'b0111_0111;  
        5'd1    : disp_Data = 8'b0111_0111;  
        5'd2    : disp_Data = 8'b0111_0111;  
        5'd3    : disp_Data = 8'b0010_1110;  
        5'd4    : disp_Data = 8'b0110_0111;  
        5'd5    : disp_Data = 8'b0110_1001;  
        5'd6    : disp_Data = 8'b0111_0100;  
        5'd7    : disp_Data = 8'b0110_1000;  
        5'd8    : disp_Data = 8'b0111_0101;  
        5'd9    : disp_Data = 8'b0110_0010;  
        5'd10   : disp_Data = 8'b0010_1110;  
        5'd11   : disp_Data = 8'b0110_0011;  
        5'd12   : disp_Data = 8'b0110_1111;  
        5'd13   : disp_Data = 8'b0110_1101;  
        5'd14   : disp_Data = 8'b0010_1111;  
        5'd15   : disp_Data = 8'b0010_0000;  
        5'd16   : disp_Data = 8'b0110_1011;  
        5'd17   : disp_Data = 8'b0110_1001;  
        5'd18   : disp_Data = 8'b0110_0010;  
        5'd19   : disp_Data = 8'b0110_0001;  
        5'd20   : disp_Data = 8'b0011_0110;  
        5'd21   : disp_Data = 8'b0011_0101;  
        5'd22   : disp_Data = 8'b0011_0110;  
        5'd23   : disp_Data = 8'b0011_0011;  
        default : disp_Data = 8'b0010_0000;
    endcase
 end                
endmodule
`timescale 1ns / 1ps
module slow_clk(
                 SYS_CLK,
                 SYS_RST,
                 SLOW_CLK
                );
  input SYS_CLK;
  input SYS_RST;
  output SLOW_CLK;
  reg SLOW_CLK;
  reg [27:0]slow_clk_counter;
 parameter clk_divider =  6250000;  
  always @ (posedge SYS_CLK or posedge SYS_RST)
  begin
    if (SYS_RST == 1'b1)
        slow_clk_counter <= 28'b0;
    else if (slow_clk_counter == clk_divider)
        slow_clk_counter <= 28'b0;
    else 
        slow_clk_counter <= slow_clk_counter + 28'b1;
  end
  always @(posedge SYS_CLK or posedge SYS_RST)
  begin
    if (SYS_RST == 1'b1)
        SLOW_CLK <= 0;
    else if (slow_clk_counter == clk_divider)
        SLOW_CLK <= ~SLOW_CLK;
    else SLOW_CLK <= SLOW_CLK;
  end
endmodule
--- flow/run.sh ---
#!/bin/bash
# OpenROAD 26Q1-2900-gdf79404cd8, Yosys 0.63+post, stock flow scripts
make -C /OpenROAD-flow-scripts/flow DESIGN_CONFIG=/design/flow/config.mk WORK_HOME=/design/flow/orfs finish
--- flow/config.mk ---
export PLATFORM = sky130hd
export DESIGN_NAME = lcd12864_top
export DESIGN_NICKNAME = lcd12864_top
export VERILOG_FILES = /design/flow/design.v
export SDC_FILE = /design/flow/constraint.sdc
export NUM_CORES = 4
export LEC_CHECK = 1
export CORE_UTILIZATION = 50
--- flow/constraint.sdc ---
current_design lcd12864_top

set clk_period 4.1
set clk_io_pct 0.2

create_clock -name clk0 -period $clk_period [get_ports {SYS_CLK}]

set non_clock_inputs [all_inputs -no_clocks]
set_input_delay [expr $clk_period * $clk_io_pct] -clock clk0 $non_clock_inputs
set_output_delay [expr $clk_period * $clk_io_pct] -clock clk0 [all_outputs]
==> impl_metrics.py <==
# Metrics from the implementation run
metrics = {
    "detailed_routing": {
        "num_vias": 2888,
        "routed_wl_mm": 7.49,
        "first_iter_violations": 78,
        "n_antenna_cell": 0,
        "viasPerCell": 5.47,
        "drtAntennaViolNets": 0,
        "first_pass_iters": 4,
        "wl_per_cell_um": 14.2,
        "post-route-drc-count": 0,
    },
    "clock_tree": {
        "clockBufferDepth": 2,
        "cts_tree": "yes",
        "ctsResizeCount": 0,
        "clk_pin_slew_ns": 0.06,
        "cts_setup_buffers": 0,
        "ctsHoldBuffers": 0,
        "clkLatencyLatePin_ns": 0.33,
        "cts_max_level": 3,
        "numCtsBuffers": 9,
        "clock-root-buffer": "clkbuf_8",
    },
    "power": {
        "leakagePower_nw": 1.99,
        "vdd_drop_max_uv": 304,
        "powerDensity_nw_per_um2": 251,
    },
    "placed_design": {
        "dp_slack_ns": 1.89,
        "hpwl_mm": 5.28,
        "gp_congestion": 0.835,
        "portBuffers": 12,
    },
    "global_routing": {
        "antenna_found_initial": 0,
        "grt_pass1_wl_mm": 13.1,
        "overflow": 0,
        "grt_use_total_pct": 19.8,
        "grt_pass1_vias": 2763,
        "grt_max_degree": 43,
    },
    "critical_path": {
        "crit_fanout": 21,
        "crit_required_ns": 3.28,
        "crit_arrival_ns": 1.68,
        "ff2ff_path_depth": 5,
        "cp-start-kind": "flop",
        "critPathKind": "reg2out",
        "endpoint_kind": "output pin",
    },
    "floorplanning": {
        "rows": 32,
        "die_w_um": 92.8,
        "initial_utilization_pct": 52.5,
        "dieArea_um2": 8600,
        "coreArea_um2": 7850,
        "io_pins": 17,
        "die_h_um": 92.8,
    },
    "sta": {
        "worst_slack_ns": 1.60,
        "worst_pin_slew_ns": 0.808,
        "unconstrained_endpoints": 28,
        "fin_tns_setup_ns": 0,
        "period_used_pct": 60.9,
        "fmax_ghz": 0.400,
        "relSlewSlack_pct": 45.4,
        "slew_viol_final": 0,
        "hold_viol_final": 0,
        "fin_hold_ws_ns": 0.378,
        "setup_viol": 0,
        "clock_skew_ns": 0.0105,
        "unclocked_regs": 19,
        "grt_setup_unrepaired": "false",
        "timing.final.crit_period_ns": 2.50,
    },
    "layout": {
        "layout-drive-gt1-share_pct": 7.04,
        "synthToLayoutAreaGrowth_pct": 9.27,
    },
    "synth": {
        "syn_avg_cell_area_um2": 9.92,
        "seq_area_frac_synth_pct": 46.8,
        "synth-edff-count": 0,
        "synthFlopType": "dfrtp_1",
        "async_reset_ff_share_pct": 100,
        "yosysUniqueCellTypes": 60,
        "synth_area_um2": 4120,
        "numSynthFlops": 77,
        "ys_cells": 415,
        "yosys_area_um2": 4120,
        "syn_inst": 415,
        "ys_warn_count": 5,
    },
    "min_path": {
        "hp-class": "reg2reg",
        "worstHoldPathCells": 0,
    },
    "outcome": {
        "status": "finished, final reports clean",
    },
    "run": {
        "maxCapViolCount": 0,
        "tool_warnings": 38,
    },
}
-- metrics by stage --
stage | util (%) | power (W) | cells | instance area [µm²]
detailed placement | 54.7 | 0.000600 | 512 | 4290
global route | 57.3 | 0.00117 | 528 | 4500
floorplan | - | 0.000597 | 417 | 4130
global placement | 54.7 | 0.000600 | 512 | 4290
finish | 57.3 | 0.00113 | 528 | 4500
CTS | 57.3 | 0.00114 | 528 | 4500
-- critical path: stages, from the launching register on --
cell and delay, ns:
dfrtp_1 0.69, and2_1 0.21, clkdlybuf4s50_1 0.45
-- cell usage after synthesis, types with 3 or more instances --
| cell type | count | share of area [%] |
|---|---|---|
| a21oi_1 | 8 | 0.97 |
| and2_1 | 6 | 0.91 |
| and3_1 | 10 | 1.5 |
| and4_1 | 7 | 1.5 |
| buf_2 | 4 | 0.49 |
| buf_4 | 4 | 0.73 |
| clkbuf_1 | 13 | 1.2 |
| dfrtp_1 | 76 | 46 |
| ha_1 | 18 | 5.5 |
| inv_1 | 16 | 1.5 |
| mux2i_1 | 4 | 0.97 |
| nand2_1 | 38 | 3.5 |
| nand3_1 | 26 | 3.2 |
| nand3b_1 | 5 | 0.91 |
| nand4_1 | 7 | 1.1 |
| nand4b_1 | 3 | 0.64 |
| nor2_1 | 30 | 2.7 |
| nor3_1 | 12 | 1.5 |
| nor4_1 | 3 | 0.46 |
| nor4b_1 | 5 | 1.1 |
| o21ai_0 | 20 | 2.4 |
| o31ai_1 | 4 | 0.73 |
| or2_2 | 3 | 0.46 |
| xnor2_1 | 33 | 7.0 |
| xor2_1 | 15 | 3.2 |
-- final cells by class --
class | count | area, µm²
inverter | 16 | 61.3
clock inverter | 4 | 50.0
sequential | 77 | 1930
fill | 688 | 3350
clock buffer | 12 | 155
multi-input combinational | 302 | 2030
tap | 102 | 128
timing repair buffer | 15 | 143
-- state kept, by name, indices dropped and copies added (netlist names) --
name / cells
u1.slow_clk_counter: 28
u2.timer: 28
u2.LCD_DB: 8
u2.addr_Counter: 5
u2.state: 4
u1.SLOW_CLK: 1
u2.LCD_RS: 1
u2.LCD_RST: 1
u2.done: 1
-- power by group --
part	internal, W	leakage [nW]	switching [W]
Sequential	0.000572	1.03	0
Clock	0.000313	0.0986	0.000229
Combinational	0.00000157	0.856	0.0000141
Total	0.000887	1.99	0.000243
-- logic make-up (layout without fill, tap and decap cells) --
kind of cell,count (synthesis),count (layout),share of synthesized area [%]
multiplexers,5,5,1.25
AND-OR/OR-AND,60,60,10.5
flip-flops,77,77,46.8
other,2,4,0.182
AND/OR/NAND/NOR,167,167,21.7
XOR/XNOR,48,48,10.2
buffers and inverters,38,47,3.95
adder cells (fa/ha/maj),18,18,5.47
-- worst paths after layout --
path / from / to / slack (ns)
setup / recovery: u1.SLOW_CLK$_DFFE_PP0N_ / LCD_EN / 1.60
hold / removal: u2.timer[26]$_DFFE_PP0N_ / u2.timer[26]$_DFFE_PP0N_ / 0.38
setup reg to reg: u2.timer[24]$_DFFE_PP0N_ / u2.timer[20]$_DFFE_PP0N_ / 1.86
hold reg to reg: u2.timer[26]$_DFFE_PP0N_ / u2.timer[26]$_DFFE_PP0N_ / 0.38
max in group asynchronous: SYS_RST / u1.slow_clk_counter[21]$_DFF_PP0_ / 2.31
min in group asynchronous: SYS_RST / u2.timer[23]$_DFFE_PP0N_ / 0.86
-- cells in the final DEF, fill, tap and decap left out, types with 3 or more instances in the layout --
cell and instances:
dfrtp_1 76, xor2_1 15, conb_1 4, and4_1 7
nand3b_1 5, and2_1 6, nand4b_1 3, o31ai_1 4
or2_2 3, nor4_1 3, nor4b_1 5, nand4_1 7
nand3_1 26, nand2_1 38, clkdlybuf4s50_1 12, and3_1 10
ha_1 18, buf_4 3, a21oi_1 8, clkbuf_8 11
nor2_1 30, inv_1 15, xnor2_1 33, mux2i_1 4
o21ai_0 20, nor3_1 12
-- per-layer routing --
metal / track usage, % / share of wire [%] / routed length (µm) / up-vias
li1: - / - / - / 1463
met1: 34.7 / 53 / 3960 / 1374
met2: 27.8 / 43 / 3230 / 42
met3: 3.76 / 2.7 / 199 / 9
met4: 2.18 / 1.2 / 89 / 0
met5: 0 / 0 / 0 / -
Power is estimated from default activity; no workload was simulated.
